==> design/flow/design.v <==
module UART
#(
    parameter DATA_BITS   = 8,      
    parameter STOP_TICKS  = 16,     
    parameter DIVISOR     = 27,     
    parameter DIVISOR_BIT = 5,      
    parameter FIFO_W      = 2       
)
(
    input  wire        clk, reset,
    input  wire        rd, wr,      
    input  wire        r_in,        
    input  wire [DATA_BITS-1:0] w_data,
    output wire        t_full,      
    output wire        r_empty,     
    output wire        t_out,       
    output wire [DATA_BITS-1:0] r_data
);
    wire tick;
    wire r_done_tick, t_done_tick;
    wire t_fifo_empty, t_fifo_not_empty;
    wire [DATA_BITS-1:0] t_fifo_out, r_fifo_out;
    baud #(.M(DIVISOR), .N(DIVISOR_BIT)) baud_unit (
        .clk(clk), .reset(reset),
        .max_tick(tick),
        .q()
    );
    receiver #(.DATA_BITS(DATA_BITS), .STOP_TICKS(STOP_TICKS)) r_unit (
        .clk(clk), .reset(reset),
        .reciever(r_in),
        .s_tick(tick),
        .r_done_tick(r_done_tick),
        .data_out(r_fifo_out)
    );
    fifo #(.data_bit(DATA_BITS), .fifo(FIFO_W)) r_fifo (
        .clk(clk), .reset(reset),
        .rd(rd), .wr(r_done_tick),
        .w_data(r_fifo_out),
        .empty(r_empty), .full(), .r_data(r_data)
    );
    transmitter #(.DATA_BITS(DATA_BITS), .STOP_TICKS(STOP_TICKS)) t_unit (
        .clk(clk), .reset(reset),
        .t_start(t_fifo_not_empty),
        .s_tick(tick),
        .data_in(t_fifo_out),
        .t_done_tick(t_done_tick),
        .transmitter(t_out)
    );
    fifo #(.data_bit(DATA_BITS), .fifo(FIFO_W)) t_fifo (
        .clk(clk), .reset(reset),
        .rd(t_done_tick), .wr(wr),
        .w_data(w_data),
        .empty(t_fifo_empty), .full(t_full), .r_data(t_fifo_out)
    );
    assign t_fifo_not_empty = ~t_fifo_empty;
endmodule
module baud
#(parameter M = 27, N = 5)  
(
    input  wire           clk, reset,
    output wire           max_tick,
    output wire [N-1:0]   q
);
    reg [N-1:0] r_reg;
    wire [N-1:0] r_next;
    always @(posedge clk, posedge reset)
        if (reset)
            r_reg <= 0;
        else
            r_reg <= r_next;
    assign r_next   = (r_reg == (M-1)) ? 0 : r_reg + 1;
    assign q        = r_reg;
    assign max_tick = (r_reg == (M-1));
endmodule
module fifo
#(
    parameter data_bit = 8,    
    parameter fifo     = 4     
)
(
    input  wire                  clk, reset,
    input  wire                  rd, wr,
    input  wire [data_bit-1:0]   w_data,
    output wire                  empty, full,
    output wire [data_bit-1:0]   r_data
);
    localparam DEPTH = (1 << fifo);    
    reg [data_bit-1:0] array_reg [0:DEPTH-1];
    reg [fifo-1:0] w_ptr_reg, w_ptr_next;
    reg [fifo-1:0] r_ptr_reg, r_ptr_next;
    reg [fifo:0]   count_reg, count_next;    
    reg [data_bit-1:0] r_data_reg;
    always @(posedge clk, posedge reset)
        if (reset) begin
            w_ptr_reg <= 0;
            r_ptr_reg <= 0;
            count_reg <= 0;
        end else begin
            w_ptr_reg <= w_ptr_next;
            r_ptr_reg <= r_ptr_next;
            count_reg <= count_next;
        end
    always @(posedge clk)
        if (wr & ~full)
            array_reg[w_ptr_reg] <= w_data;
    always @(posedge clk)
        if (rd & ~empty)
            r_data_reg <= array_reg[r_ptr_reg];
    always @* begin
        w_ptr_next = w_ptr_reg;
        r_ptr_next = r_ptr_reg;
        count_next = count_reg;
        if (wr & ~full)
            w_ptr_next = w_ptr_reg + 1;
        if (rd & ~empty)
            r_ptr_next = r_ptr_reg + 1;
        case ({wr & ~full, rd & ~empty})
            2'b10: count_next = count_reg + 1;  
            2'b01: count_next = count_reg - 1;  
            default: count_next = count_reg;    
        endcase
    end
    assign r_data = r_data_reg;
    assign full  = (count_reg == DEPTH);
    assign empty = (count_reg == 0);
endmodule
module receiver #(
    parameter DATA_BITS = 8,   
    parameter STOP_TICKS = 16  
)(
    input  wire clk, reset,
    input  wire reciever, s_tick,        
    output reg  r_done_tick,
    output wire [7:0] data_out
);
    localparam [1:0] 
        IDLE  = 2'b00,
        START = 2'b01,   
        DATA  = 2'b10,   
        STOP  = 2'b11;   
    reg [1:0] state_reg, state_next;
    reg [3:0] s_reg, s_next;         
    reg [2:0] n_reg, n_next;         
    reg [7:0] b_reg, b_next;         
    always @(posedge clk, posedge reset) begin
        if (reset) begin
            state_reg <= IDLE;
            s_reg     <= 0;
            n_reg     <= 0;
            b_reg     <= 0;
        end else begin
            state_reg <= state_next;
            s_reg     <= s_next;
            n_reg     <= n_next;
            b_reg     <= b_next;
        end
    end
    always @* begin
        state_next  = state_reg;
        s_next      = s_reg;
        n_next      = n_reg;
        b_next      = b_reg;
        r_done_tick = 1'b0;
        case (state_reg)
            IDLE: begin
                if (~reciever) begin         
                    state_next = START;
                    s_next = 0;
                end
            end
            START: begin
                if (s_tick) begin
                    if (s_reg == 7) begin
                        state_next = DATA;
                        s_next = 0;
                        n_next = 0;
                    end else
                        s_next = s_reg + 1;
                end
            end
            DATA: begin
                if (s_tick) begin
                    if (s_reg == 15) begin
                        s_next = 0;
                        b_next = {reciever, b_reg[7:1]};   
                        if (n_reg == (DATA_BITS-1))
                            state_next = STOP;
                        else
                            n_next = n_reg + 1;
                    end else
                        s_next = s_reg + 1;
                end
            end
            STOP: begin
                if (s_tick) begin
                    if (s_reg == (STOP_TICKS-1)) begin
                        state_next  = IDLE;
                        r_done_tick = 1'b1;   
                    end else
                        s_next = s_reg + 1;
                end
            end
            default: state_next = IDLE;
        endcase
    end
    assign data_out = b_reg;
endmodule
module transmitter #(
    parameter DATA_BITS = 8,
    parameter STOP_TICKS = 16
)(
    input  wire clk, reset,
    input  wire t_start, s_tick,
    input  wire [7:0] data_in,
    output reg  t_done_tick,
    output wire transmitter
);
    localparam [1:0]
        IDLE  = 2'b00,
        START = 2'b01,
        DATA  = 2'b10,
        STOP  = 2'b11;
    reg [1:0] state_reg, state_next;
    reg [3:0] s_reg, s_next;          
    reg [2:0] n_reg, n_next;          
    reg [7:0] b_reg, b_next;          
    reg t_reg, t_next;                
    always @(posedge clk, posedge reset) begin
        if (reset) begin
            state_reg <= IDLE;
            s_reg     <= 0;
            n_reg     <= 0;
            b_reg     <= 0;
            t_reg     <= 1'b1;  
        end else begin
            state_reg <= state_next;
            s_reg     <= s_next;
            n_reg     <= n_next;
            b_reg     <= b_next;
            t_reg     <= t_next;
        end
    end
    always @* begin
        state_next   = state_reg;
        s_next       = s_reg;
        n_next       = n_reg;
        b_next       = b_reg;
        t_next       = t_reg;
        t_done_tick  = 1'b0;
        case (state_reg)
            IDLE: begin
                t_next = 1'b1;  
                if (t_start) begin
                    state_next = START;
                    s_next = 0;
                    b_next = data_in;
                end
            end
            START: begin
                t_next = 1'b0;  
                if (s_tick) begin
                    if (s_reg == 15) begin
                        state_next = DATA;
                        s_next = 0;
                        n_next = 0;
                    end else
                        s_next = s_reg + 1;
                end
            end
            DATA: begin
                t_next = b_reg[0];  
                if (s_tick) begin
                    if (s_reg == 15) begin
                        s_next = 0;
                        b_next = b_reg >> 1;
                        if (n_reg == (DATA_BITS-1))
                            state_next = STOP;
                        else
                            n_next = n_reg + 1;
                    end else
                        s_next = s_reg + 1;
                end
            end
            STOP: begin
                t_next = 1'b1;  
                if (s_tick) begin
                    if (s_reg == (STOP_TICKS-1)) begin
                        state_next = IDLE;
                        t_done_tick = 1'b1;
                    end else
                        s_next = s_reg + 1;
                end
            end
            default: state_next = IDLE;
        endcase
    end
    assign transmitter = t_reg;
endmodule
==> design/flow/run.sh <==
#!/bin/bash
# OpenROAD 26Q1-2900-gdf79404cd8, Yosys 0.63+post, stock flow scripts
make -C /OpenROAD-flow-scripts/flow DESIGN_CONFIG=/design/flow/config.mk WORK_HOME=/design/flow/orfs finish
==> design/flow/config.mk <==
export PLATFORM = sky130hd
export DESIGN_NAME = UART
export DESIGN_NICKNAME = UART
export VERILOG_FILES = /design/flow/design.v
export SDC_FILE = /design/flow/constraint.sdc
export NUM_CORES = 4
export LEC_CHECK = 1
export CORE_UTILIZATION = 40
==> design/flow/constraint.sdc <==
current_design UART

set clk_period 5.3
set clk_io_pct 0.2

create_clock -name clk0 -period $clk_period [get_ports {clk}]

set non_clock_inputs [all_inputs -no_clocks]
set_input_delay [expr $clk_period * $clk_io_pct] -clock clk0 $non_clock_inputs
set_output_delay [expr $clk_period * $clk_io_pct] -clock clk0 [all_outputs]
==> summary.txt <==
Observations from the implementation run.

Worst setup path:
- The run puts the maximum fanout along the worst path at 11.
- The script reports the combined buffer and inverter count of the critical path as 2.
- The most numerous cell type found on the critical path is sky130_fd_sc_hd__xor2_1.
- The run gives the arrival time of the worst setup path as between 3 and 4 ns.
- The critical path is of the primary input to flip-flop type.
- Per STA, the worst path is made up of clkdlybuf4s50_1 > nor2b_1 > ha_1 > inv_1 > fa_1 > xor2_1 > nor2_1 > xor2_1.
- The worst setup path is captured at a flip-flop.
- The timing report shows that the slowest cell on the worst path is sky130_fd_sc_hd__nor2b_1.
- The run gives the largest stage delay on the critical path as around 0.71 ns.
- In this design, the largest share of critical-path delay is due to simple AND/OR/NAND/NOR gates.
- STA classifies the critical path startpoint as a primary input.
- The run puts the required time of the worst setup path at 5.63 ns.

Cells and area:
- The layout summary lists the proportion of cells stronger than drive strength 1 as 0.194.
- For this run, the number of standard cells in the final layout without fillers is 593.
- The run gives the cell area after layout as 6830 µm².
- From synthesis to final layout, the design area changed by 17.8%.
- At the end of the flow the core is filled with cells to 0.488.

Synthesis:
- The run gives the number of storage elements in the synthesis netlist as ~140.
- The run gives the main flop type as sky130_fd_sc_hd__edfxtp_1.
- Summed over all instances, the cell type with the most area after synthesis is sky130_fd_sc_hd__edfxtp_1.
- Summing every instance area after synthesis gives approximately 5800 µm².
- After synthesis, the share of flip-flops with an asynchronous set or reset is 0.420.
- The run puts the chip area in the Yosys report at ~5800 µm².
- The run gives the sequential share of the synthesized area as 0.665.
- The run puts the number of library cell types mapped by synthesis at between 40 and 50.
- The share of synthesized area in the top cell type comes to 0.414.
- Warnings reported by Yosys during synthesis add up to 4.
- The synthesized netlist was found by Yosys to have 368 cells.
- After synthesis, the mean cell area works out to 15.8 µm².
- By area the synthesized netlist is led by sky130_fd_sc_hd__edfxtp_1, sky130_fd_sc_hd__dfrtp_1, sky130_fd_sc_hd__mux4_2, sky130_fd_sc_hd__ha_1, sky130_fd_sc_hd__mux2_2.
- The synthesized instance count is approximately 370.
- The post-synth count of flops with an enable pin is 80.

STA:
- The run puts the post-layout period usage of the worst path at 0.576.
- After layout, the minimum clock period comes to 3.06 ns.
- Setup repair after global routing left no endpoint under its margin.
- The run puts the slew at the pin closest to its max-slew limit at ~0.90 ns.
- The flow reports an fmax of roughly 0.33 GHz.
- The run gives the summed negative setup slack over all endpoints as 0 ns.
- The run gives the number of failing hold endpoints at the final stage as 0.
- Setup violations remaining at the end of the flow were counted as 0.
- The clock arrives with between 0.005 and 0.006 ns of skew.
- The run gives the number of pins with negative max-slew slack in the final report as 0.
- The run puts the relative max-transition margin at 0.398.
- The run puts the final setup slack of the worst path at between 2 and 2.5 ns.

CTS:
- The run gives the count of cells resized by post-cts repair as 0.
- The run gives the root cell of the clock tree as sky130_fd_sc_hd__clkbuf_16.
- The run gives the H-tree depth as 4.
- The run gives the buffer count from post-CTS setup fixing as 0.
- The run gives the total CTS buffers as 17.
- The run puts the register clock-pin slew on the reported worst setup and hold paths at roughly 0.06 ns.
- The run puts the clock net sink count at 138.
- TritonCTS built the clock tree.
- No sink is reached through more buffers than the 2 on the longest clock path.
- The run gives the clock latency on the worst-skew pair as 0.41 ns.
- Buffers inserted to repair hold after CTS numbered 0.

Floorplanning:
- The run puts the initial cell density of the core at 0.414.
- The die is roughly 120 µm tall.
- According to the floorplan report, the placeable core area is between 10,000 and 15,000 µm².
- The run gives the die area as approximately 15,000 µm².
- The run gives the horizontal die size as 122 µm.
- The run gives the number of top-level pins as 24.
- The run gives the number of cell rows as 43.

Job:
- The run puts the total of max-cap violations at 0.
- Summing over the stages, the warning tally comes to 32.

Placed design:
- Detailed placement reports a standard cell area of just over 6000 µm².
- The run gives the pre-CTS setup slack as between 1.5 and 2 ns.
- Per the placement report, the placed cell count is ~560.
- The run gives the sum of net half-perimeters after detailed placement as between 5 and 6 mm.
- The run gives the weighted congestion at the end of routability-driven global placement as about 0.82.
- In this run the tool buffered the top-level ports with 23 buffer cells.

Detailed routing:
- The run puts the per-cell via count in the routed design at just under 5.
- The run gives the detailed-route wire length per cell as about 14 µm.
- Detailed-route iteration 0 reported a violation count of roughly 130.
- The run puts the aggregate routed wire length at between 8 and 9 mm.
- The routed layout has just under 3,000 vias.
- The routed layout reports a DRC error count of 0.
- The run gives the number of iterations in the first detailed-routing pass as 4.
- Once detail routing completed, the nets flagged for antenna violations numbered 0.
- The run puts the number of antenna repair diodes at 0.

Power:
- The run gives the total power divided by cell area as around 400 nW/µm².
- The run puts the peak supply drop at approximately 310 µV.
- The run gives the static leakage as between 2 and 3 nW.

Run status:
- The run finished with clean final reports.

Global route:
- The run gives the initial antenna violation count as 0.
- The run gives the number of global-route vias before repair as 3,093.
- The run gives the overall global routing resource usage as 0.135.
- The run gives the global-route wire length before repair as roughly 15 mm.
- Entering global routing, the biggest net connects 59 pins.
- The run puts the residual overflow from global routing at 0.

Min path:
- The tightest min-delay check is of the flip-flop to flip-flop type.
-- cell type report --
cell class / instances / area, µm²
fill: 1166 / 7160
clock inverter: 11 / 170
sequential: 138 / 3860
tap: 180 / 225
timing repair buffer: 24 / 238
inverter: 23 / 86.3
multi-input combinational: 196 / 1800
clock buffer: 21 / 450
-- metrics by stage --
stage / total power [mW] / hold slack [ns]
6_report: 2.77 / 0.477
5_1_grt: 2.90 / 0.509
4_1_cts: 2.82 / 0.481
3_5_place_dp: 1.58 / 0.474
3_3_place_gp: 1.57 / 0.462
2_1_floorplan: 1.50 / 0.447
-- synthesized netlist by cell type, drive strengths merged, types with 7 or more instances --
| cell | count |
|---|---|
| a22o | 7 |
| and2 | 10 |
| clkbuf | 7 |
| dfrtp | 55 |
| edfxtp | 80 |
| ha | 18 |
| inv | 23 |
| mux2 | 27 |
| mux4 | 16 |
| nand2 | 17 |
| nand3 | 10 |
| nor2 | 14 |
| o21ai | 10 |
| xnor2 | 8 |
| xor2 | 7 |
-- worst reg2reg max path, cell delays in order, from the launching register on --
cell and delay [ns]:
sky130_fd_sc_hd__dfrtp_1 0.40, sky130_fd_sc_hd__inv_1 0.07, sky130_fd_sc_hd__ha_1 0.22, sky130_fd_sc_hd__nand4b_4 0.18, sky130_fd_sc_hd__nor2_1 0.33, sky130_fd_sc_hd__and3_1 0.50
sky130_fd_sc_hd__ha_1 0.27, sky130_fd_sc_hd__inv_1 0.07, sky130_fd_sc_hd__fa_1 0.43, sky130_fd_sc_hd__xor2_1 0.15, sky130_fd_sc_hd__nor2_1 0.11, sky130_fd_sc_hd__xor2_1 0.15
-- cells by family after synthesis --
logic type               count (synthesis)  synth area share
multiplexers                            47             0.127
adder cells (fa/ha/maj)                 20            0.0458
AND/OR/NAND/NOR                         76            0.0708
XOR/XNOR                                15            0.0227
flip-flops                             138             0.665
AND-OR/OR-AND                           38            0.0451
buffers and inverters                   34            0.0235
-- final timing paths --
kind / from / to / slack (ns) / cells after the start
worst max-delay path: rd / r_fifo.count_reg[2] / 2.24 / 8
worst min-delay path: baud_unit.r_reg[0] / baud_unit.r_reg[0] / 0.48 / 1
worst min register to register: baud_unit.r_reg[0] / baud_unit.r_reg[0] / 0.48 / 1
worst max register to register: baud_unit.r_reg[0] / t_fifo.count_reg[2] / 2.36 / 11
min in group asynchronous: reset / r_fifo.count_reg[0] / 1.19 / 3
max in group asynchronous: reset / baud_unit.r_reg[2] / 3.60 / 3
-- power by group --
group,switching [mW],internal (mW)
sequential,0.0725,1.24
clock,0.418,0.800
combinational,0.121,0.123
-- metal layers --
| metal | vias to the layer above | wire, µm | GRT usage |
|---|---|---|---|
| met5 | - | 0 | 0 |
| met4 | 0 | 121 | 0.0175 |
| met3 | 9 | 402 | 0.0403 |
| met2 | 58 | 4040 | 0.212 |
| met1 | 1443 | 3860 | 0.206 |
| li1 | 1430 | - | - |
-- placed cells by master, fill, tap and decap left out, drive strengths merged, types with 2 or more instances in the layout --
cell | synthesis | layout
nor3 | 4 | 4
and2 | 10 | 10
dfrtp | 55 | 55
clkdlybuf4s50 | 0 | 23
nor2 | 14 | 14
a21oi | 5 | 5
a22o | 7 | 7
o22ai | 3 | 3
xnor2 | 8 | 8
or3 | 3 | 3
a21boi | 2 | 2
and4b | 2 | 2
o31ai | 2 | 2
nand2 | 17 | 17
nor2b | 3 | 3
nand4 | 3 | 3
nand3 | 10 | 10
and3 | 3 | 3
clkinv | 0 | 4
mux4 | 16 | 16
ha | 18 | 18
dfstp | 3 | 3
edfxtp | 80 | 80
a31oi | 2 | 2
fa | 2 | 2
clkinvlp | 0 | 2
clkbuf | 7 | 21
or2 | 2 | 2
inv | 23 | 24
mux2 | 27 | 27
xor2 | 7 | 7
mux2i | 4 | 4
bufinv | 0 | 4
o21ai | 10 | 10
Power and IR drop assume default switching activity.
